`flow/config.mk`:
```
export PLATFORM = sky130hd
export DESIGN_NAME = tx_fifo_top
export DESIGN_NICKNAME = tx_fifo_top
export VERILOG_FILES = /design/flow/design.v
export SDC_FILE = /design/flow/constraint.sdc
export NUM_CORES = 4
export LEC_CHECK = 1
export CORE_UTILIZATION = 50
```
`flow/constraint.sdc`:
```
current_design tx_fifo_top

set clk_period 3.1
set clk_io_pct 0.2

create_clock -name clk0 -period $clk_period [get_ports {iClk}]

set non_clock_inputs [all_inputs -no_clocks]
set_input_delay [expr $clk_period * $clk_io_pct] -clock clk0 $non_clock_inputs
set_output_delay [expr $clk_period * $clk_io_pct] -clock clk0 [all_outputs]
```
`flow/design.v`:
```
`timescale 1ns / 1ps
module Fifo #(
  parameter integer P_DATA_WIDTH = 8,
  parameter integer P_FIFO_DEPTH = 16
)(
  input  wire                    iClk,
  input  wire                    iRst,
  input  wire                    iPush,
  input  wire [P_DATA_WIDTH-1:0] iPushData,
  output wire                    oFull,
  input  wire                    iPop,
  output wire [P_DATA_WIDTH-1:0] oPopData,
  output wire                    oEmpty
);
  localparam integer LP_ADDR_WIDTH = (P_FIFO_DEPTH <= 2) ? 1 : $clog2(P_FIFO_DEPTH);
  localparam integer LP_CNT_WIDTH  = $clog2(P_FIFO_DEPTH + 1);
  localparam [1:0] IDLE     = 2'd0;
  localparam [1:0] PUSH_ONLY = 2'd1;
  localparam [1:0] POP_ONLY  = 2'd2;
  localparam [1:0] PUSH_POP  = 2'd3;
  reg [1:0] rCurState;
  reg [1:0] rNxtState;
  reg [P_DATA_WIDTH-1:0] rMem [0:P_FIFO_DEPTH-1];
  reg [LP_ADDR_WIDTH-1:0] rWrPtr;
  reg [LP_ADDR_WIDTH-1:0] rRdPtr;
  reg [LP_CNT_WIDTH-1:0]  rCount;
  wire wPushReq;
  wire wPopReq;
  function [LP_ADDR_WIDTH-1:0] f_inc_ptr;
    input [LP_ADDR_WIDTH-1:0] ptr;
    begin
      if (ptr == (P_FIFO_DEPTH - 1)) f_inc_ptr = {LP_ADDR_WIDTH{1'b0}};
      else                           f_inc_ptr = ptr + 1'b1;
    end
  endfunction
  assign oEmpty   = (rCount == {LP_CNT_WIDTH{1'b0}});
  assign oFull    = (rCount == P_FIFO_DEPTH[LP_CNT_WIDTH-1:0]);
  assign wPushReq = iPush && !oFull;
  assign wPopReq  = iPop && !oEmpty;
  assign oPopData = rMem[rRdPtr];
  always @(*) begin
    rNxtState = IDLE;
    case (rCurState)
      IDLE, PUSH_ONLY, POP_ONLY, PUSH_POP: begin
        case ({wPushReq, wPopReq})
          2'b10: rNxtState = PUSH_ONLY;
          2'b01: rNxtState = POP_ONLY;
          2'b11: rNxtState = PUSH_POP;
          default: rNxtState = IDLE;
        endcase
      end
      default: rNxtState = IDLE;
    endcase
  end
  always @(posedge iClk or posedge iRst) begin
    if (iRst) begin
      rCurState <= IDLE;
      rWrPtr    <= {LP_ADDR_WIDTH{1'b0}};
      rRdPtr    <= {LP_ADDR_WIDTH{1'b0}};
      rCount    <= {LP_CNT_WIDTH{1'b0}};
    end else begin
      rCurState <= rNxtState;
      case (rNxtState)
        PUSH_ONLY: begin
          rMem[rWrPtr] <= iPushData;
          rWrPtr       <= f_inc_ptr(rWrPtr);
          rCount       <= rCount + 1'b1;
        end
        POP_ONLY: begin
          rRdPtr <= f_inc_ptr(rRdPtr);
          rCount <= rCount - 1'b1;
        end
        PUSH_POP: begin
          rMem[rWrPtr] <= iPushData;
          rWrPtr       <= f_inc_ptr(rWrPtr);
          rRdPtr       <= f_inc_ptr(rRdPtr);
        end
        default: begin
        end
      endcase
    end
  end
endmodule
module tx_fifo_top (
    input wire iClk,
    input wire iRst,
    input wire iTick16x,
    input wire iPushValid,
    input wire [7:0] iPushData,
    input wire iPopValid,
    output wire oTx,
    output wire oBusy,
    output wire oFull,
    output wire [7:0] oPopData,
    output wire oEmpty
);
    Fifo #(
        .P_DATA_WIDTH(8),
        .P_FIFO_DEPTH(16)
    ) u_tx_fifo (
        .iClk(iClk),
        .iRst(iRst),
        .iPush(iPushValid),
        .iPushData(iPushData),
        .oFull(oFull),
        .iPop(iPopValid),
        .oPopData(oPopData),
        .oEmpty(oEmpty)
    );
    uart_tx u_uart_tx (
    .iClk(iClk),
    .iRst(iRst),
    .iTick16x(iTick16x),
    .iData(oPopData),
    .iValid(iPopValid),
    .oTx(oTx),
    .oBusy(oBusy)
  );
endmodule
`timescale 1ns / 1ps
module uart_tx (
  input  wire       iClk,
  input  wire       iRst,  
  input  wire       iTick16x,  
  input  wire [7:0] iData,
  input  wire       iValid,
  output wire       oTx,
  output wire       oBusy
);
  localparam [1:0] IDLE  = 2'b00;
  localparam [1:0] START = 2'b01;
  localparam [1:0] DATA  = 2'b10;
  localparam [1:0] STOP  = 2'b11;
  reg [1:0] rCurState, rNxtState;
  reg [7:0] rShiftReg;  
  reg [2:0] rBitCnt;
  reg [3:0] rTickCnt;
  reg       rTx;
  always @(posedge iClk or posedge iRst) begin
    if (iRst)   rCurState <= IDLE;
    else        rCurState <= rNxtState;
  end
  always @(*) begin
    rNxtState = rCurState;  
    case (rCurState)
      IDLE: begin
        if (iValid) rNxtState = START;
      end
      START: begin
        if (iTick16x && (rTickCnt == 15)) begin
          rNxtState = DATA;
        end
      end
      DATA: begin
        if (iTick16x && (rTickCnt == 15)) begin
          if (rBitCnt == 7) rNxtState = STOP;
        end
      end
      STOP: begin
        if (iTick16x && (rTickCnt == 15)) begin
          rNxtState = IDLE;
        end
      end
      default: rNxtState = IDLE;
    endcase
  end
  always @(posedge iClk or posedge iRst) begin
    if (iRst) begin
      rShiftReg <= 0;
      rBitCnt   <= 0;
      rTickCnt  <= 0;
      rTx       <= 1'b1;  
    end else begin
      if (iTick16x) rTickCnt <= rTickCnt + 1;
      case (rCurState)
        IDLE: begin
          rTx <= 1'b1;
          rTickCnt <= 0;
          rBitCnt  <= 0;
          if (iValid) begin
            rShiftReg <= iData;  
          end
        end
        START: begin
          rTx <= 1'b0;  
          if (iTick16x && (rTickCnt == 15)) begin
             rTickCnt <= 0;  
          end
        end
        DATA: begin
          rTx <= rShiftReg[0]; 
          if (iTick16x && (rTickCnt == 15)) begin
            rTickCnt <= 0;
            rShiftReg <= {1'b0, rShiftReg[7:1]};
            if (rBitCnt != 7) begin
              rBitCnt <= rBitCnt + 1;
            end
          end
        end
        STOP: begin
          rTx <= 1'b1;  
          if (iTick16x && (rTickCnt == 15)) begin
             rTickCnt <= 0;
          end
        end
      endcase
    end
  end
  assign oTx   = rTx;
  assign oBusy = (rCurState != IDLE);
endmodule
```
`flow/run.sh`:
```
#!/bin/bash
# OpenROAD 26Q1-2900-gdf79404cd8, Yosys 0.63+post, stock flow scripts
make -C /OpenROAD-flow-scripts/flow DESIGN_CONFIG=/design/flow/config.mk WORK_HOME=/design/flow/orfs finish
```
==> impl_metrics.py <==
# Auto-generated metrics
metrics = {
    "place": {
        "placed_cell_area_um2": 7610,
        "post-place-ws_ns": 0.0114,
        "gp_congestion": 0.898,
        "placedCellCount": 727,
        "io_buffers": 24,
        "dp_hpwl_mm": 10.6,
    },
    "setup_path": {
        "crit_type": "flop to primary output",
        "regToRegEndpoint": "u_tx_fifo.rCount[4]",
        "cp-endpoint": "oPopData[1]",
        "rrSetupSlack_ns": 0.17,
        "end_kind": "primary output",
        "cp_data_arrival_time_ns": 2.52,
        "timing.rr.start": "u_tx_fifo.rCount[2]",
        "cp-start-kind": "flop",
        "cp_max_fo": 6,
        "required_ns": 2.48,
        "reg2reg_depth": 11,
        "startpoint": "u_tx_fifo.rRdPtr[1]",
    },
    "final_layout": {
        "syn2layout_area_growth_pct": 33.5,
        "drive_gt1_share_pct": 34.8,
        "postLayoutCellArea_um2": 9180,
        "final_core_util_pct": 68.8,
        "nFillCells": 878,
        "regArea_um2": 4620,
        "final-comb-area_um2": 2470,
        "final-instance-count-excl-fill": 806,
    },
    "synth": {
        "synth_area_um2": 6870,
        "avgSynthCellArea_um2": 13.6,
        "ys_cells": 506,
        "topCellsByArea": "edfxtp_1 (56%), dfrtp_1 (11%), a22oi_1 (4.1%), ha_1 (3.8%), o22ai_1 (2.0%)",
        "synth_warnings": 3,
        "top_area_share_pct": 55.9,
        "synthDistinctLibCells": 54,
        "synthCells": 506,
        "synthFlopType": "edfxtp_1",
        "common_cells": "edfxtp_1 (128), a22oi_1 (38), nor2_1 (34), nand2_1 (32), dfrtp_1 (30)",
        "postSynthSeqShare_pct": 67.2,
        "ys.flops": 159,
        "most_common_cell": "edfxtp_1",
        "yosysChipArea_um2": 6870,
        "async_flop_share_pct": 19.5,
        "yosysTopAreaCell": "edfxtp_1",
        "synth-edff-count": 128,
    },
    "sta": {
        "maxSlewHeadroom_pct": 43.6,
        "finalClockSkew_ns": 0.00778,
        "setup_viol": 4,
        "hold_viol_final": 0,
        "tightest_slew_ns": 0.843,
        "period_used_pct": 101,
        "setup_slack_ns": -0.0443,
        "fmax_ghz": 0.318,
        "fin_crit_ns": 3.14,
        "drv_slew": 0,
        "rsz0062_at_grt": "true",
    },
    "drt": {
        "met2_length_mm": 7.65,
        "drc": 0,
        "wl_met3_mm": 1.64,
        "wirelength_mm": 16.6,
        "drtIter0Drc": 491,
        "wl_met1_mm": 7.01,
        "drtPass1Iterations": 5,
        "diodes": 0,
        "drtAntennaViolNets": 0,
        "highest_layer": "met4",
        "wire_per_inst_um": 20.6,
        "vias": 4689,
        "via_per_inst": 5.82,
    },
    "die": {
        "io_pins": 25,
        "fp_util_pct": 51.5,
        "std_cell_rows": 42,
        "die_area_um2": 14200,
        "fp.dieW_um": 119,
        "coreArea_um2": 13300,
        "die.size.y_um": 119,
    },
    "pwr": {
        "ir_worst_vdd_mv": 0.546,
        "p_total_mw": 9.42,
        "cellPowerDensity_nw_per_um2": 1030,
        "p_leak_nw": 3.41,
        "power.switching_mw": 3.20,
        "swShare_pct": 33.9,
        "pwr-share-seq_pct": 29.5,
        "clkPwrFrac_pct": 23.3,
        "p_comb_share_pct": 47.2,
        "intPower_mw": 6.23,
    },
    "job": {
        "cap_violations": 0,
        "warnings": 38,
    },
    "global_routing": {
        "grt_max_degree": 25,
        "grt_pass1_wl_mm": 26.3,
        "grtUsageTotal_pct": 27.0,
        "grt_antenna_before_repair": 0,
        "overflow": 0,
        "grt_pass1_vias": 4902,
    },
    "clocking": {
        "clock_sinks": 159,
        "htreeDepth": 4,
        "cts_inserted_buffers": 17,
        "clock.latency.late_pin_ns": 0.42,
        "clk_path_buf_depth": 2,
        "cts_tree": "done",
        "path_clk_slew_ns": 0.07,
        "ctsRootBufferMaster": "clkbuf_16",
    },
    "outcome": {
        "failed_checks": "setup timing",
        "status": "finished, violations left",
    },
    "hold_path": {
        "hp-class": "input port to asynchronous set/reset pin",
    },
}
placed cells by master (no fill, tap or decap), types with 4 or more instances in the layout:
cell type,n
mux2i_1,7
a22oi_1,13
buf_2,4
clkbuf_16,17
o22ai_2,10
inv_8,4
edfxtp_1,128
nor2_1,30
ha_1,17
buf_12,5
buf_4,68
inv_1,20
a22o_1,7
a221oi_1,6
o21ai_0,11
o22ai_1,12
dfrtp_1,30
inv_6,4
mux2_2,8
nor2_2,4
o21a_1,7
a21oi_1,8
nand2b_1,5
a22oi_2,25
o21ai_1,4
xnor2_1,5
ha_4,4
xor2_1,5
nand4_1,6
nor2b_1,4
nor3_1,9
nand2_1,32
o21ai_2,4
clkdlybuf4s50_1,16
mux2_4,4
buf_16,4
buf_6,16
how the worst min path moves through the flow:
stage	startpoint	to	slack, ns	cells after the start
after CTS	iRst	u_tx_fifo.rWrPtr[0]	0.49	2
after global routing	iRst	u_tx_fifo.rWrPtr[0]	0.52	2
final	iRst	u_tx_fifo.rWrPtr[0]	0.50	2
final cells by class:
| cell class | instances | share of cell area [%] |
|---|---|---|
| clock buffer | 17 | 4.63 |
| clock inverter | 15 | 2.18 |
| inverter | 22 | 0.900 |
| multi-input combinational | 297 | 27.0 |
| sequential | 159 | 50.3 |
| tap | 176 | 2.40 |
| timing repair buffer | 120 | 12.6 |
per-layer routing:
layer  up-vias  track usage (%)
met1      2292             42.5
met2       185             38.7
met3        27             12.5
li1       2185                -
met4         0             4.03
met5         -            0.735
cell families after synthesis:
| family | after synthesis | share of synthesized area [%] |
|---|---|---|
| and+or+nand+nor | 108 | 7.24 |
| muxes | 19 | 3.20 |
| buffers and inverters | 50 | 2.91 |
| adders and majority gates | 22 | 4.11 |
| xor gates and xnor gates | 10 | 1.27 |
| AOI/OAI and AO/OA | 138 | 14.0 |
| DFF | 159 | 67.2 |
power by group through the flow:
stage	clock network [mW]	logic [mW]	registers (mW)
after CTS	2.22	4.22	2.78
after global routing	2.32	4.80	2.82
final	2.20	4.44	2.78
stage by stage:
stage	hold slack, ns	setup TNS, ns
after floorplan	0.470	0
final	0.499	-0.123
after detailed placement	0.490	0
after CTS	0.492	-0.0956
after global routing	0.520	-0.551
after global placement	0.480	0
sequential cells by signal (all words and copies together) (netlist names), 2 cells and up:
| signal | flops |
|---|---|
| u_tx_fifo.rWrPtr | 4 |
| u_uart_tx.rShiftReg | 8 |
| u_uart_tx.rTickCnt | 4 |
| u_uart_tx.rCurState | 2 |
| u_tx_fifo.rCount | 5 |
| u_tx_fifo.rMem | 128 |
| u_tx_fifo.rRdPtr | 4 |
| u_uart_tx.rBitCnt | 3 |
worst max-delay path, stage by stage (launching register included):
cell and delay [ns]:
dfrtp_1 0.41, buf_4 0.14, buf_4 0.13, ha_4 0.18, buf_6 0.14, a2111o_1 0.41, buf_6 0.16, buf_4 0.13
mux2_4 0.29, buf_2 0.11
timing repair:
item	4_1_cts	5_1_grt
buffers inserted	37	6
hold buffers	0	0
pin swaps	40	7
gates resized	115	20
gates cloned	5	0
endpoints found under the setup margin	9	9
Power figures rest on the tool's default switching activity, not on a simulated workload.
